**design/flow/design.v**
```verilog
module randomGen(
	input clk,
	output reg [8:0] selected
	);
	always @(posedge clk) begin
		if (selected == 9'b100000000)
			selected = 9'b000000001;
		else if (selected == 0)
			selected = 9'b000000001;
		else
			selected = (selected << 1);
	end
endmodule
```
**design/flow/run.sh**
```bash
#!/bin/bash
# OpenROAD 26Q1-2900-gdf79404cd8, Yosys 0.63+post, stock flow scripts
make -C /OpenROAD-flow-scripts/flow DESIGN_CONFIG=/design/flow/config.mk WORK_HOME=/design/flow/orfs finish
```
**design/flow/config.mk**
```make
export PLATFORM = sky130hd
export DESIGN_NAME = randomGen
export DESIGN_NICKNAME = randomGen
export VERILOG_FILES = /design/flow/design.v
export SDC_FILE = /design/flow/constraint.sdc
export NUM_CORES = 4
export LEC_CHECK = 1
export CORE_AREA = 10 10 70 70
export DIE_AREA = 0 0 80 80
```
**design/flow/constraint.sdc**
```tcl
current_design randomGen

set clk_period 1.5
set clk_io_pct 0.2

create_clock -name clk0 -period $clk_period [get_ports {clk}]

set non_clock_inputs [all_inputs -no_clocks]
set_input_delay [expr $clk_period * $clk_io_pct] -clock clk0 $non_clock_inputs
set_output_delay [expr $clk_period * $clk_io_pct] -clock clk0 [all_outputs]
```
==> flow_metrics.tcl <==
# flow metrics
set metrics [dict create \
    pwr-share-clk 0.432 \
    portBuffers 9 \
    grt_overflow 0 \
    maxCapViolCount 0 \
    top_logic_kind "buffers and inverters" \
    drt-total-wl_um 476 \
    wl_per_cell_um 6.704 \
    worst_pin_slew_ns 0.1030 \
    vias 148 \
    cts_setup_buffers 0 \
    ant_nets 0 \
    crit_path_end_kind "output pin" \
    status "complete, no violations" \
    xor_area_frac 0 \
    p_int_mw 0.3412 \
    synth_warnings 1 \
    clock-sinks 9 \
    drt_pass1_iterations 2 \
    row_count 21 \
    final_cell_mix "clkdlybuf4s50_1, dfxtp_1, clkbuf_4" \
    grt_max_degree 6 \
    busiest_layer "met2" \
    warning_count 25 \
    n_fill_cell 396 \
    adder_share 0 \
    use_met2 0.01926 \
    post_dp_cell_area_um2 346.6 \
    dp_hpwl_um 347.7 \
    grt_usage 0.01441 \
    switching_share 0.1896 \
    clk_pin_slew_ns 0.06 \
    crit_chain "clkdlybuf4s50_1" \
    ys_sh_simple 0.07979 \
    gr-usage-met3 0.01364 \
    mux_share 0 \
    cts-resized-gates 0 \
    hold_buffers 0 \
    die_h_um 80 \
    pwr-share-comb 0 \
    maxSlewViolCount 0 \
    hp-class "reg2reg" \
    drt-vias-per-instance 2.085 \
    ys_seq_share 0.7660 \
    rsz0062_at_grt "false" \
    dp_cells 67 \
    startpoint_type "flip-flop" \
    antenna_found_initial 0 \
    crit_arrival_ns 1.10 \
    relSlewSlack 0.9313 \
    slowest_stage "clkdlybuf4s50_1" \
    ctsRootBufferMaster "clkbuf_4" \
    setup_tns_ns 0 \
    cts_tree "built" \
    synthCells 20 \
    chipArea_um2 6400 \
    clock_path_buffers 2 \
    numCtsBuffers 3 \
    final-seq-area_um2 180.2 \
    synth_area_um2 235.2 \
    area_growth_syn_to_layout_pct 58.51 \
    coreArea_um2 3416 \
    period_used_share 0.9300 \
    met1_usage 0.01546 \
    p_sw_mw 0.07984 \
    p_leak_nw 0.1331 \
    drc 0 \
    initial_core_util 0.06886 \
    worstSkewPairLatency_ns 0.26 \
    fin_crit_ns 1.395 \
    ys_ff 9 \
    initialDrtViolationCount 10 \
    die_w_um 80 \
    drive_gt1_frac 0.1200 \
    crit_type "reg2out" \
    ir_drop_mv 0.2403 \
    finalHoldViolCount 0 \
    power_density_nw_per_um2 1129 \
    fin_skew_ns 0.002797 \
    syn_avg_cell_area_um2 11.76 \
    cp_slowest_stage_delay_ns 0.49 \
    cp.buffers_inverters 1 \
    place_congestion 0.7322 \
    cp.required_ns 1.20 \
    ys_sh_aoi 0 \
    io_pins 10 \
    fmax_ghz 0.7168 \
    ys_area_um2 235.2 \
    grt_pass1_wl_um 717 \
    ys_cells 20 \
    num_antenna_cells 0 \
    largest_reg_flops 9 \
    h-tree-depth 1 \
    setup_viol 0 \
    final_area_um2 372.9 \
    critPathMaxFanout 3 \
    fin_cells 71 \
    cp_top_family "buffers and inverters" \
    combGateArea_um2 18.77 \
    grt_pass1_vias 152 \
    p_seq_frac 0.568 \
    synth_cell_type_count 5 \
]
## power groups by stage
stage         Combinational (mW)  Sequential, mW  Clock, mW
CTS                 0.0000000457           0.239      0.187
finish              0.0000000457           0.239      0.182
global route        0.0000000457           0.239      0.204
## stage by stage
step                  util  worst slack (ns)  total power [mW]  hold WS, ns
floorplan                -            0.5646            0.2443       0.3966
global placement    0.1015            0.3481            0.2443       0.3538
detailed placement  0.1015            0.3758            0.2443       0.3549
CTS                 0.1092           0.08108            0.4263       0.3638
global route        0.1092           0.03871            0.4428       0.3724
finish              0.1092            0.1050            0.4210       0.3648
## synthesized netlist by cell type
master | count | share of area
clkbuf_1 | 7 | 0.11
dfxtp_1 | 9 | 0.77
dlygate4sd3_1 | 1 | 0.043
nor2_1 | 1 | 0.016
or4_1 | 2 | 0.064
## path summary, 6_finish.rpt
path | from | to | slack [ns] | cells after the start
hold / removal | selected[5] | selected[6] | 0.36 | 0
setup / recovery | selected[3] | selected[3] | 0.10 | 1
hold reg to reg | selected[5] | selected[6] | 0.36 | 0
setup reg to reg | selected[7] | selected[0] | 0.50 | 2
## final cells by class
type / instances / share of cell area
Tap cell: 46 / 0.1544
Sequential cell: 9 / 0.4832
Timing Repair Buffer: 9 / 0.2416
Clock buffer: 4 / 0.07047
Multi-Input combinational cell: 3 / 0.05034
## layer usage
metal  vias to the layer above  part of all wire
met2                        13              0.36
met5                         -                 0
li1                         66                 -
met4                         0             0.023
met1                        67              0.38
met3                         2              0.24
## cells by family after synthesis
| kind of cell | count (synthesis) |
|---|---|
| flip-flops | 9 |
| buffers and inverters | 8 |
| AND/OR/NAND/NOR | 3 |
No activity file was given, so power comes from the tool's default toggle rates.
