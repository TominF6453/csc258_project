==> flow/design.v <==
module rectDrawer(
		input enable,
		input clock,
		input [9:0] x,
		input [8:0] y,
		input [9:0] width,
		input [8:0] height,
		output [9:0] out_x,
		output [8:0] out_y,
		output done);
	wire [18:0] limit = width * height;
	reg [18:0] counter;
	initial counter = 0;
	always @(posedge clock)
    begin
		if (enable & ~done)
			counter = counter + 1;
			if (counter == limit)
				counter = 0;
    end
	assign done = (counter == limit);
	assign out_x = x + counter[18:9];
	assign out_y = y + counter[8:0];
endmodule
==> flow/run.sh <==
#!/bin/bash
# OpenROAD 26Q1-2900-gdf79404cd8, Yosys 0.63+post, stock flow scripts
make -C /OpenROAD-flow-scripts/flow DESIGN_CONFIG=/design/flow/config.mk WORK_HOME=/design/flow/orfs finish
==> flow/config.mk <==
export PLATFORM = sky130hd
export DESIGN_NAME = rectDrawer
export DESIGN_NICKNAME = rectDrawer
export VERILOG_FILES = /design/flow/design.v
export SDC_FILE = /design/flow/constraint.sdc
export NUM_CORES = 4
export LEC_CHECK = 1
export CORE_UTILIZATION = 30
==> flow/constraint.sdc <==
current_design rectDrawer

set clk_period 16.7
set clk_io_pct 0.2

create_clock -name clk0 -period $clk_period [get_ports {clock}]

set non_clock_inputs [all_inputs -no_clocks]
set_input_delay [expr $clk_period * $clk_io_pct] -clock clk0 $non_clock_inputs
set_output_delay [expr $clk_period * $clk_io_pct] -clock clk0 [all_outputs]
==> out/qor.yml <==
largest_reg_flops: 19
slew_viol_final: 0
reg2reg_from: "counter[18]$_SDFF_PN0_"
hold_viol: 0
top_area_share_pct: 22.7
antenna_found_initial: 0
p_per_area_mw_per_mm2: 143
reg2reg_to: "counter[6]$_SDFF_PN0_"
cts.clk_slew.worst_paths_ps: 50
setup_viol: 0
ioPinCount: 60
avgSynthCellArea_um2: 8.08
cp-start-kind: "input pin"
coreArea_mm2: 0.0168
ys_area_mm2: 0.00519
period_used_pct: 72.5
ys.flops: 19
wire_per_inst_um: 12.8
leakage_nw: 2.63
finalClockSkew_ps: 1.33
synth_cells: 643
ys_seq_share_pct: 7.33
cp-endpoint: "done"
hold_path_class: "register to register"
fmax_mhz: 82.6
fin_setup_tns_ps: 0
drive_gt1_share_pct: 2.06
cap_viol_max_count: 0
die_y_um: 134
htreeDepth: 1
synth-edff-count: 0
slew_headroom_pct: 52.0
stdcell_area_mm2: 0.00603
fp_util_pct: 31.0
synthArstFlopShare_pct: 0
clock_sink_count: 19
cts-buffers-inserted: 3
dpl.hpwl_um: 9730
ir_worst_vdd_mv: 0.0695
antenna_cells: 0
area_leaders: "fa_1 (23%), ha_1 (14%), xnor2_1 (8.9%)"
synth_cell_types: 51
yosys.area.top_type: "fa_1"
startpoint: "width[7]"
whs_ps: 601
status: "finished clean"
place_area_mm2: 0.00595
clock_latency_ps: 250
rsz0062_at_grt: "false"
synth-cells-yosys: 643
yosysWarnings: 1
viasPerCell: 4.82
netlist_area_mm2: 0.00519
cts_root_buf: "clkbuf_16"
end_kind: "output port"
worstMarginPinSlew_ps: 717
clock_path_buffers: 2
layout_min_cycle_time_ps: 12110
grt_pass1_wl_um: 19700
die_x_um: 134
gp_congestion: 0.830
n_fill_cell: 1748
first_iter_violations: 221
wl_um: 11600
cts_setup_buffers: 0
drt_first_pass_iters: 4
port_buffers: 59
vias: 4334
die-area_mm2: 0.0178
drc: 0
track_usage_pct: 13.8
cp.arrival_ps: 8770
rows: 47
syn2layout_area_growth_pct: 16.2
drt.antenna.violating_nets: 0
cp_max_fo: 9
cts_hold_buffers: 0
worst-setup-path-type: "input pin to output port"
grt_pass1_vias: 4203
r2r_slack_ps: 13040
grt_start_max_net_pins: 20
tritoncts: "done"
grt_overflow_total: 0
reg2regPathDepth: 11
cts.repair.resized: 0
warnings: 25
hold_path_depth: 2
ff_type: "dfxtp_1"
worstPathRequired_ps: 13360
[cell usage in the layout, fill, tap and decap left out, types with 5 or more instances in the layout]
cell / netlist / final
mux2i_1: 5 / 5
and3_1: 9 / 9
nor2_1: 45 / 45
a31oi_1: 7 / 7
clkdlybuf4s50_1: 0 / 59
a211oi_1: 5 / 5
fa_1: 59 / 59
and2_1: 39 / 39
ha_1: 57 / 57
inv_1: 72 / 72
nand4_1: 14 / 14
o21bai_1: 5 / 5
nand2_1: 86 / 86
nand3_1: 13 / 13
xnor2_1: 53 / 53
a21o_1: 5 / 5
xor2_1: 23 / 23
a21oi_1: 31 / 31
o21ai_0: 15 / 15
dfxtp_1: 19 / 19
[power breakdown]
group,switching (W),total [W],internal (W)
sequential,0.0000210,0.0000749,0.0000539
combinational,0.000401,0.000741,0.000340
clock,0.0000154,0.0000478,0.0000324
total,0.000438,0.000864,0.000426
[layout make-up]
type	instances	area, um^2	area share (%)
Tap cell	220	275	4.56
Multi-Input combinational cell	525	4430	73.4
Clock buffer	4	78.8	1.31
Sequential cell	19	380	6.30
Inverter	72	270	4.48
Timing Repair Buffer	60	598	9.91
[cell families after synthesis]
| group | synth area share, % |
|---|---|
| buffers and inverters | 7.35 |
| adder cells (fa/ha/maj) | 36.5 |
| AND-OR/OR-AND | 12.1 |
| XOR/XNOR | 13.6 |
| AND/OR/NAND/NOR | 21.8 |
| flip-flops | 7.33 |
| multiplexers | 1.40 |
[how the worst min path moves through the flow]
stage,endpoint,slack [ps],start
global route,counter[18]$_SDFF_PN0_,640,counter[18]$_SDFF_PN0_
CTS,counter[18]$_SDFF_PN0_,620,counter[18]$_SDFF_PN0_
finish,counter[18]$_SDFF_PN0_,600,counter[18]$_SDFF_PN0_
[stage by stage]
stage,instances,total power [W],setup slack (ps),utilization [%]
finish,900,0.000864,4590,36.0
global route,900,0.000963,4270,36.0
CTS,900,0.000871,4570,36.0
detailed placement,896,0.000818,4570,35.5
global placement,896,0.000818,4610,35.5
floorplan,643,0.000653,5810,-
[cells in the mapped netlist (5+ instances only)]
master / count
nand4_1: 14
a31oi_1: 7
xnor2_1: 53
xor2_1: 23
nor2_1: 45
dfxtp_1: 19
nand3_1: 13
fa_1: 59
ha_1: 57
inv_1: 72
a21oi_1: 31
mux2i_1: 5
and3_1: 9
o21ai_0: 15
nand2_1: 86
a21o_1: 5
and2_1: 39
a211oi_1: 5
o21bai_1: 5
clkbuf_1: 24
[per-layer routing]
| metal | share of wire, % | global-route usage [%] | routed length (um) |
|---|---|---|---|
| met2 | 50 | 23.4 | 5750 |
| met3 | 3.3 | 1.55 | 384 |
| met4 | 0.61 | 0.758 | 70 |
| met5 | 0 | 0 | 0 |
| met1 | 46 | 20.2 | 5350 |
[worst max-delay path, cell delays in order]
cell and delay (ps):
clkdlybuf4s50_1 600, and2_1 290, fa_1 530, inv_1 50, fa_1 460, fa_1 510, fa_1 540, inv_1 40
ha_1 350, a21oi_1 170, a21oi_1 80, or2_2 280, nor4_1 260, a31oi_1 150, nand2b_1 210, nor4_1 230
and3_1 180, clkdlybuf4s50_1 490
No activity file was given, so power comes from the tool's default toggle rates.
